## flow/config.mk

```make
export PLATFORM = sky130hd
export DESIGN_NAME = Layer_Register
export DESIGN_NICKNAME = Layer_Register
export VERILOG_FILES = /design/flow/design.v
export SDC_FILE = /design/flow/constraint.sdc
export NUM_CORES = 4
export LEC_CHECK = 1
export CORE_UTILIZATION = 30
```

## flow/constraint.sdc

```tcl
current_design Layer_Register

set clk_period 10.1
set clk_io_pct 0.2

create_clock -name clk0 -period $clk_period [get_ports {clk_i}]

set non_clock_inputs [all_inputs -no_clocks]
set_input_delay [expr $clk_period * $clk_io_pct] -clock clk0 $non_clock_inputs
set_output_delay [expr $clk_period * $clk_io_pct] -clock clk0 [all_outputs]
```

## flow/design.v

```verilog
module Layer_Register 
(
    clk_i,
    reset,
    op_address,
    RSaddr_i,
    RTaddr_i,
    RDaddr_i, 
    RDdata_i,
    RegWrite_i,
    is_pos_i, 
    RSdata_o, 
    RTdata_o,
    reg_o,
    pos_o
);
integer i;
input               clk_i;
input               reset;
input   [4:0]       op_address;
input   [4:0]       RSaddr_i;
input   [4:0]       RTaddr_i;
input   [4:0]       RDaddr_i;
input   [31:0]      RDdata_i;
input               RegWrite_i;
input   [3:0]       is_pos_i;
output  [31:0]      RSdata_o; 
output  [31:0]      RTdata_o;
output  [31:0]       reg_o;
output  [3:0]       pos_o;
reg     [31:0]      register        [0:31];
reg     [3:0]       pos             [0:31];
assign  RSdata_o = register[RSaddr_i];
assign  RTdata_o = register[RTaddr_i];
assign  reg_o    = register[op_address];
assign  pos_o    = pos[op_address];
always@(negedge clk_i or posedge reset)begin
    if(reset) begin
        for(i=0;i<32;i=i+1)register[i] <= 0;
        for(i=0;i<32;i=i+1)pos[i]      <= 0;
    end  
    else  begin
        if(RegWrite_i)begin
            register[RDaddr_i] <= RDdata_i;
            pos[RDaddr_i]      <= is_pos_i;
        end
    end      
end
endmodule 
```

## flow/run.sh

```bash
#!/bin/bash
# OpenROAD 26Q1-2900-gdf79404cd8, Yosys 0.63+post, stock flow scripts
make -C /OpenROAD-flow-scripts/flow DESIGN_CONFIG=/design/flow/config.mk WORK_HOME=/design/flow/orfs finish
```

==> results.txt <==
Implementation results. TritonCTS built the clock tree. The synthesis stats list as the most numerous cell a22oi_1. The Yosys step of the flow raised 3 warnings. As logged by OpenROAD, the buffers inserted on ports number 158. The flow ran to the end, but the final reports show violations.

Signed area change from the synthesized netlist to the final layout landed at 19.6%. Arrival time of data at the critical path endpoint landed at 8.09 ns. Count of clock tree sinks landed at 1,152. Global-route usage over all layers landed at 43.0%. Per the GRT congestion report, total overflow comes to 0. Final worst hold slack landed at 0.453 ns. At the floorplan stage, the core utilization is reported as 30.2%.

The required time at the worst endpoint is listed as 8.08 ns. Looking at the reg2reg group, the worst path starts from register[15][8]. Share of cells above drive strength 1 landed at 32.6%.

Per the slew report, the remaining headroom to the max-slew limit stands at 4.27%. Post-route standard cell area excluding fillers landed at 75,500 um^2. Across the VDD grid, the largest voltage drop is 0.000183 V. The first global-routing pass estimated 588 mm of wire.

Power spread over the standard cell area amounts to 192 nW/um^2. Per the hold report, the tightest min-delay path originates at pos[18][0]. Once synthesis finished, the tally of register bits stood at 1,152.

The initial antenna violation count is 52. Worst hold path depth landed at 1. Overall die height landed at 461 um. Number of standard-cell rows in the floorplan landed at 168.

Worst-case reg-to-reg path depth landed at 2. Per the timing report, the most critical flop-to-flop path finishes at register[15][8]. Area used by multi-input combinational logic landed at 32,600 um^2.

Count of distinct cell types in the synthesized netlist landed at 71. Total leakage power landed at 31.8 nW. Summed over all failing endpoints, the final setup total negative slack is -0.0123 ns.

Setup repair after global routing left no endpoint under its margin. Total wire length landed at 446 mm. Share of the synthesized area in the top cell type landed at 45.6%. Clock latency at the later pin of the worst-skew pair landed at 0.72 ns. The final reports fail on negative setup slack.

According to the Yosys statistics, the synthesized design has a chip area of 63,200 um^2. Chip area landed at 212,000 um^2. Mean number of vias per cell landed at 7.31. Looking at the setup timing report, the critical path kind is reg -> out. Slew at the pin closest to its max-slew limit landed at 1.43 ns.

The horizontal die dimension reported for this design is 461 um. After layout, the worst setup slack is -0.0123 ns. Maximum number of pins on one net before global-route repair landed at 132. The number of maximum-capacitance violations recorded for the run is 0. Per Yosys stat, the portion of area used by sequential elements is 45.6%. Synthesized area per cell landed at 11.0 um^2. In the final layout, the fill cell count is 20.5k.

The tree is rooted in a clkbuf_16. Warnings raised by the tools during the run amount to 43. Last weighted congestion value of the routability-driven placer landed at 1.09. Placed wire-length estimate after detailed placement landed at 276 mm. The script logs the mean routed wire length per placed instance as 50.2 um. Cell area after placement landed at 70,500 um^2. In this run the worst path has a maximum fanout of 4.

The synth_stat.txt file lists the number of cells as 5,762. The clock H-tree reported by CTS has 4 levels. Per the TritonCTS log, the buffer count is 137.

Remaining antenna violation count after routing landed at 0. Core area landed at 209,000 um^2. The worst setup path is launched from a register.

Per the synth stats, the flop cell with the highest instance count is dfrtn_1. Clock transition at the registers of the reported paths landed at 0.05 ns. The post-synth count of flops with an enable pin is 0. Violation tally from detailed-route iteration zero landed at 9,637.

Across all layers, the routed design uses 64.9k vias. The floorplan report gives the top-level pin count as 159. Of all cell types, the one taking the most synthesized area is dfrtn_1. The via count of the first global-routing pass is 61.9k. Number of detailed-route iterations in the first pass landed at 12. Slack of the worst reg-to-reg path landed at 9.09 ns. Post-synthesis instance area landed at 63,200 um^2. STA classifies the critical path endpoint as an output pin.

Remaining design rule violation count landed at 0. Worst-case clock buffer depth landed at 3. In the final layout, flip-flops and latches occupy 28,800 um^2. After synthesis, the cell types taking the most area are dfrtn_1 46%, mux2_2 21%, a22oi_1 15%. Between clock sinks in the finished design, the worst skew comes to 0 ns. In the synthesized netlist the async set-or-reset flop fraction comes to 100%. Max-slew violation count landed at 0. Count of endpoints failing setup in the final report landed at 1.

The most critical min-delay path falls under reg -> reg. After technology mapping, the gate count stands at 5,762. By count the netlist is led by 1,238 x a22oi_1, 1,156 x mux2_2, 1,152 x dfrtn_1, 374 x nand2_1, 276 x buf_2. Endpoints failing hold in the final report were tallied at 0.

The worst hold path terminates at pos[18][0].
==> area by class of cell <==
cell class,instances,share of cell area [%]
diodes,72,0.239
clock buffers,198,5.33
clock inverters,50,0.853
inverters,9,0.0497
multi-input cells,4021,43.2
flip-flops and latches,1152,38.2
well taps,2805,4.65
repair buffers,571,7.54
==> kinds of logic (layout without fill, tap and decap cells) <==
logic type	after synthesis	after routing	synth area share, %
AOI/OAI and AO/OA	1686	1686	20.0
DFF	1152	1152	45.6
other	0	72	0
muxes	1204	1204	21.4
and+or+nand+nor	1131	1131	8.75
buffers and inverters	589	828	4.22
==> where the power goes <==
part	switching [mW]	internal (mW)	leakage [nW]
Clock	2.19	3.09	2.28
Sequential	1.25	5.59	14.7
Combinational	1.21	1.14	14.8
==> routing by layer <==
layer  routed length (um)  track usage, %  up-vias  share of wire, %
met2               171000            54.2     6830                38
met4                42600            31.7       52               9.5
met1               152000            49.0    32600                34
met5                 1310            7.53        -              0.29
li1                     -               -    22800                 -
met3                78800            31.3     2545                18
==> state kept, by name (all words and copies together), names as in the netlist <==
name / flops
pos: 128
register: 1024
==> critical path: stages (launching register included) <==
cell and delay (ns):
dfrtn_1 0.40, a22oi_1 0.27, nand2_1 0.11, a2111oi_1 0.60, a21oi_1 0.41, clkdlybuf4s50_1 0.52
==> placed cells by master (no fill, tap or decap), drive strengths merged, types with 40 or more instances in the layout <==
master and n:
nand3 91, nor2 225, nor3 98, buf 423
o21ai 40, nand4 144, a21oi 114, clkdlybuf4s50 147
nor4 49, mux2i 44, diode 72, a221oi 54
a22oi 1238, a22o 52, mux2 1159, dfrtn 1152
clkbuf 198, nand2 375
==> stage by stage <==
stage / power [mW] / std cells / util [%] / setup WS [ns]
floorplan: 7.66 / 5762 / - / -12.45
global placement: 9.02 / 8552 / 33.7 / 0.454
detailed placement: 9.05 / 8552 / 33.7 / 0.432
CTS: 14.3 / 8802 / 35.9 / 0.00496
global route: 14.8 / 8824 / 36.0 / 0.00557
finish: 14.5 / 8878 / 36.1 / -0.0123
==> worst max path at each step <==
stage	startpoint	to	cells after the start
after global routing	register[26][0]	reg_o[0]	7
final	register[21][13]	RSdata_o[13]	5
after CTS	register[26][0]	reg_o[0]	7
==> repair_timing <==
item,CTS,global route
pin swaps,4,4
gates resized,8,13
cloned,0,0
endpoints found under the setup margin,9,10
hold buffers,0,0
setup buffers,2,4
Power figures rest on the tool's default switching activity, not on a simulated workload.
