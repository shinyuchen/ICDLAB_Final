<file path="config.mk">
export PLATFORM = sky130hd
export DESIGN_NAME = ConvKernel
export DESIGN_NICKNAME = ConvKernel
export VERILOG_FILES = /design/flow/design.v
export SDC_FILE = /design/flow/constraint.sdc
export NUM_CORES = 4
export LEC_CHECK = 1
export CORE_UTILIZATION = 40
</file>
<file path="constraint.sdc">
current_design ConvKernel

set clk_period 16.1
set clk_io_pct 0.2

create_clock -name clk0 -period $clk_period

set non_clock_inputs [all_inputs -no_clocks]
set_input_delay [expr $clk_period * $clk_io_pct] -clock clk0 $non_clock_inputs
set_output_delay [expr $clk_period * $clk_io_pct] -clock clk0 [all_outputs]
</file>
<file path="design.v">
module ConvKernel#(
    parameter integer BITWIDTH = 8,   
    parameter integer DATACHANNEL = 3, 
    parameter integer FILTERHEIGHT = 5,
    parameter integer FILTERWIDTH = 5
    )
    (
    input [BITWIDTH * DATACHANNEL * FILTERHEIGHT * FILTERWIDTH - 1 : 0]data,
    input [BITWIDTH * DATACHANNEL * FILTERHEIGHT * FILTERWIDTH - 1 : 0]weight,
    input [BITWIDTH - 1 : 0] bias,
    output reg signed [BITWIDTH * 2 -1 : 0]result
    );
    wire signed [BITWIDTH * 2 - 1 : 0]out[FILTERHEIGHT * FILTERWIDTH * DATACHANNEL - 1 : 0];
    generate
        genvar i;
        for(i = 0; i < FILTERHEIGHT * FILTERWIDTH * DATACHANNEL; i = i + 1) begin
            Mult#(BITWIDTH) mult(data[(i + 1) * BITWIDTH - 1 -: BITWIDTH], weight[(i + 1) * BITWIDTH - 1 -: BITWIDTH], out[i]);
        end
    endgenerate
    integer j,sum;
    always @(*) begin
        sum = 0;
        for(j = 0; j < FILTERHEIGHT * FILTERWIDTH * DATACHANNEL; j = j + 1) begin
            sum = sum + out[j];
        end
        sum = sum + bias;
        result = sum;
    end
endmodule
`timescale 1ns / 1ps
module Mult#(
    parameter BITWIDTH = 8
    )
    (
    input signed [BITWIDTH-1:0] a,
    input signed [BITWIDTH-1:0] b,
    output signed [BITWIDTH * 2 - 1:0] c
    );
    assign c = a * b;
endmodule
</file>
<file path="run.sh">
#!/bin/bash
# OpenROAD 26Q1-2900-gdf79404cd8, Yosys 0.63+post, stock flow scripts
make -C /OpenROAD-flow-scripts/flow DESIGN_CONFIG=/design/flow/config.mk WORK_HOME=/design/flow/orfs finish
</file>
==> summary.txt <==
impl run done, here's what came out: Core Footprint around 470,000 µm², final number of max-transition violations 0, Fin. Hold Viols 0, synthesis area per yosys ~190,000 µm², required time worst endpoint between 10 and 15 ns, dpl hpwl between 600 and 700 mm, global route overflow 0, all-layer global routing usage around 34%, Gate Count Post-Synth approximately 19,000, Crit-path slowest cell fa_2, global-route wire length before repair about 1100 mm, layout cells sized above 1 around 15%, post-route DRC violation count 0, maximum clock frequency ~0.056 GHz, hold buffer count at cts 0, Mapped Area 191,000 µm², final core utilization between 40% and 50%, Vias 133,675, Cell variety after synth 18, Max-slew headroom between 30% and 40%, initial antenna violation count about 250, Final period util 111%, CP max stage delay roughly 0.71 ns, RD Place Congestion ~1.1, critical path arrival 14.65 ns, vias in the first global route 155,245, Die Area around 480,000 µm², crit path time final between 15 and 20 ns, Top Layout Cells inv_1 (5,813), fa_1 (5,659), and2_1 (2,449), status finished with violations, Avg Cell Area, Syn 10.1 µm², Post-Place Worst Slack -2.64 ns, Antenna Violating Nets Remaining 0, Max Cap Viol 0, port bufs roughly 1,200, Fin Setup TNS -9.65 ns, Worst setup SP type primary input, Vias/cell approximately 4.6, warnings from Yosys 1, First-pass DRT Iterations 6, final WL roughly 730 mm, RSZ-0062 raised after global routing yes, clkbuf count 0, count of final setup violators 11, area delta synth->final 23.5%, Synth Seq Share 0%, main area contributors fa_1 (63%), inv_1 (12%), ha_1 (8.9%), # rows ~250, # IOs ~1,200, failing checks negative setup slack, Yosys top cell by area fa_1, Critical Path Fanout Max 5, largest net degree at the start of global routing 10, die height 692 µm, ys cells 18,826, fp util 40.1%, post-route insts no fill 29,075, Area leader share between 60% and 70%, path category of the worst min-delay check primary input to output port, most frequent CP cell fa_1, DR WL/cell about 25 µm, initial drt markers around 5,000, setup slack after layout -1.77 ns, die width approximately 690 µm, register area 0 µm², total placed cells including tap cells 28,773, Worst-Margin Slew ~0.9 ns, highest-count logic cell in the final layout inv_1, flop count 0, tool warnings about 87, Crit Path Category primary input to output port, Worst Setup End Kind output port
[layout make-up]
class | count | area, µm²
diodes | 196 | 490
fillers | 43680 | 239000
inverters | 6003 | 22500
multi-input cells | 12790 | 170000
well taps | 6247 | 7820
repair buffers | 3839 | 34900
[synth_stat cells]
| cell type | count |
|---|---|
| nor2b_1 | 223 |
| xnor2_1 | 581 |
| nor2_1 | 31 |
| o21ai_0 | 7 |
| a21oi_1 | 5 |
| and2_1 | 2537 |
| ha_1 | 1348 |
| nand2_1 | 1666 |
| mux2_2 | 22 |
| o21a_1 | 1 |
| xor2_1 | 78 |
| fa_1 | 5950 |
| clkbuf_1 | 33 |
| a21o_1 | 1 |
| a21boi_0 | 4 |
| nand2b_1 | 333 |
| o21bai_1 | 3 |
| inv_1 | 6003 |
[stage by stage]
| step | area (µm²) | hold slack, ns |
|---|---|---|
| CTS | 233000 | 8.55 |
| finish | 235000 | 8.51 |
| floorplan | 191000 | 6.96 |
| global route | 235000 | 8.67 |
| detailed placement | 231000 | 8.73 |
| global placement | 231000 | 8.75 |
[worst paths after layout]
check                   start    endpoint  slack (ns)  depth (start not counted)
setup / recovery     data[87]  result[15]       -1.77                         38
hold / removal    weight[464]   result[0]        8.51                          8
[repair_timing]
action / 4_1_cts / 5_1_grt
gates cloned: 0 / 3
setup endpoints to repair: 13 / 13
resized: 1204 / 743
setup buffers: 51 / 58
endpoints found under the hold margin: 0 / 0
pin swaps: 511 / 437
[worst max-delay path, delay by kind of cell]
kind / cells / cell delay [ns]
AND/OR/NAND/NOR: 1 / 0.15
XOR/XNOR: 10 / 1.63
adder cells (fa/ha/maj): 15 / 7.85
buffers and inverters: 12 / 1.79
[logic make-up after synthesis]
group	Yosys count	synth area share, %
AND-OR/OR-AND	21	0.0670
XOR/XNOR	659	3.03
adder cells (fa/ha/maj)	7298	71.4
buffers and inverters	6036	11.9
multiplexers	22	0.130
AND/OR/NAND/NOR	4790	13.5
[routing by layer]
layer	vias up	global-route usage, %	part of all wire [%]
met2	4718	51.0	46
met1	68061	44.5	36
met4	169	11.9	5.0
met5	-	0.940	0.24
met3	972	17.9	13
li1	59755	-	-
